==> /design/flow/run.sh <==
#!/bin/bash
# OpenROAD 26Q1-2900-gdf79404cd8, Yosys 0.63+post, stock flow scripts
make -C /OpenROAD-flow-scripts/flow DESIGN_CONFIG=/design/flow/config.mk WORK_HOME=/design/flow/orfs finish
==> /design/flow/config.mk <==
export PLATFORM = sky130hd
export DESIGN_NAME = kamus_IF
export DESIGN_NICKNAME = kamus_IF
export VERILOG_FILES = /design/flow/design.v
export SDC_FILE = /design/flow/constraint.sdc
export NUM_CORES = 4
export LEC_CHECK = 1
export CORE_UTILIZATION = 40
==> /design/flow/constraint.sdc <==
current_design kamus_IF

set clk_period 5.5
set clk_io_pct 0.2

create_clock -name clk0 -period $clk_period [get_ports {clk_i}]

set non_clock_inputs [all_inputs -no_clocks]
set_input_delay [expr $clk_period * $clk_io_pct] -clock clk0 $non_clock_inputs
set_output_delay [expr $clk_period * $clk_io_pct] -clock clk0 [all_outputs]
==> /design/flow/design.v <==
package kamus_pkg;
typedef enum logic [4:0] {
    zero,
    ra,
    sp,
    gp,
    tp,
    t0, t1, t2,
    fp, s1,
    a0, a1, a2, a3, a4, a5, a6, a7,
    s2, s3, s4, s5, s6, s7, s8, s9, s10, s11,
    t3, t4, t5, t6
} register_e;
typedef enum bit [2:0] {
    PC4_ST,  
    PC_ST,   
    B_ST,
    J_ST
}instr_addr_sel_state_e;
typedef enum bit [1:0]{
    ALU_RESULT,      
    MEM_RESULT,      
    NEXT_PC          
}wb_options_e;
typedef enum logic [1:0] {
    B = 2'b00,
    H = 2'b01,
    W = 2'b10
} mem_width_e;
typedef enum logic [6:0] {
    LUI_TYPE    = 7'b0110111,
    AUIPC_TYPE  = 7'b0010111,
    JAL_TYPE    = 7'b1101111,
    JALR_TYPE   = 7'b1100111,
    B_TYPE      = 7'b1100011,
    L_TYPE      = 7'b0000011,
    S_TYPE      = 7'b0100011,
    ALU_I_TYPE  = 7'b0010011,
    ALU_TYPE    = 7'b0110011,
    FENCE_TYPE  = 7'b0001111,
    CSR_TYPE    = 7'b1110011
} instr_types_e;
typedef enum logic [5:0] {
    LUI,
    AUIPC,
    JAL,
    JALR,
    BEQ,
    BNE,
    BLT,
    BGE,
    BLTU,
    BGEU,
    LB,
    LH,
    LW,
    LBU,
    LHU,
    SW,
    SH,
    SB,
    ADD,
    SUB,
    SLT,
    SLTU,
    XOR,
    OR,
    AND,
    SL,
    SRL,
    SRA,
    FENCE,
    FENCE_I,
    ECALL,
    EBREAK,
    MRET,
    WFI,
    CSRRW,
    CSRRS,
    CSRRC,
    INVALID
} operation_e;
typedef enum logic [11:0] {
    CYCLE     = 12'hC00,
    TIME      = 12'hC01,
    INSTRET   = 12'hC02,
    CYCLEH    = 12'hC80,
    TIMEH     = 12'hC81,
    INSTRETH  = 12'hC82,
    MISA      = 12'hF10,
    MVENDORID = 12'hF11,
    MARCHID   = 12'hF12,
    MIMPID    = 12'hF13,
    MHARTID   = 12'hF14,
    MSTATUS   = 12'h300,
    MEDELEG   = 12'h302,
    MIDELEG   = 12'h303,
    MIE       = 12'h304,
    MTVEC     = 12'h305,
    MSCRATCH  = 12'h340,
    MEPC      = 12'h341,
    MCAUSE    = 12'h342,
    MBADADDR  = 12'h343,
    MIP       = 12'h344,
    MCYCLE    = 12'hF00,
    MTIME     = 12'hF01,
    MINSTRET  = 12'hF02,
    MCYCLEH   = 12'hF80,
    MTIMEH    = 12'hF81,
    MINSTRETH = 12'hF82,
    MTIMECMP  = 12'h7C1,
    MTIMECMPH = 12'h7C2,
    DCSR      = 12'h7B0,
    DPC       = 12'h7B1,
    DSCRATCH  = 12'h7B2
} csr_e;
typedef enum logic [2:0] {
    F3_ADDSUB = 3'b000,
    F3_SLT    = 3'b010,
    F3_SLTU   = 3'b011,
    F3_XOR    = 3'b100,
    F3_OR     = 3'b110,
    F3_AND    = 3'b111,
    F3_SLL    = 3'b001,
    F3_SR     = 3'b101
} funct3_op_e;
typedef enum logic [2:0] {
    F3_BEQ  = 3'b000,
    F3_BNE  = 3'b001,
    F3_BLT  = 3'b100,
    F3_BGE  = 3'b101,
    F3_BLTU = 3'b110,
    F3_BGEU = 3'b111
} funct3_branch_e;
typedef enum logic [2:0] {
    F3_LB  = 3'b000,
    F3_LH  = 3'b001,
    F3_LW  = 3'b010,
    F3_LBU = 3'b100,
    F3_LHU = 3'b101
} funct3_load_e;
typedef enum logic [2:0] {
    F3_SB  = 3'b000,
    F3_SH  = 3'b001,
    F3_SW  = 3'b010
} funct3_store_t;
typedef enum logic [2:0] {
    F3_FENCE  = 3'b000,
    F3_FENCEI = 3'b001
} funct3_misc_mem_t;
typedef enum logic [2:0] {
    F3_CSRRW  = 3'b001,
    F3_CSRRS  = 3'b010,
    F3_CSRRC  = 3'b011,
    F3_CSRRWI = 3'b101,
    F3_CSRRSI = 3'b110,
    F3_CSRRCI = 3'b111,
    F3_PRIV   = 3'b000
} funct3_system_t;
typedef enum logic [1:0] {
    F2_PRIV  = 2'b00,
    F2_CSRRW = 2'b01,
    F2_CSRRS = 2'b10,
    F2_CSRRC = 2'b11
} funct2_system_t;
typedef enum logic [11:0] {
    F12_ECALL  = 12'b000000000000,
    F12_EBREAK = 12'b000000000001,
    F12_MRET   = 12'b001100000010,
    F12_WFI    = 12'b000100000101
} funct12_t;
typedef struct packed {
    logic [31:0]    immediate;
    logic           immediate_used;
    logic [31:0]    pc;
    operation_e     operation;
}instr_decoded_t;
typedef struct packed {
    logic [6:0]             instr_type;
}control_unit_input_t;
typedef struct packed {
    instr_addr_sel_state_e  instr_addr_state;
    wb_options_e            wb_sel;
    logic                   l1d_wr_en;
    logic                   regfile_wr_en;
}control_unit_output_t;
endpackage
import kamus_pkg::*;
module kamus_IF
#(
    parameter logic [31:0] BOOT_ADDR = 32'h0
)(
    input logic clk_i, rst_ni,
    input logic [31:0]  ex_rslt_i,               
    input logic         is_branch_taken_i,
    input logic [2:0]   instr_addr_sel_i,        
    input logic [31:0]  instr_data_i,            
    output logic [31:0] instr_addr_o,            
    output logic [31:0] instr_data_o,            
    output logic [31:0] next_pc_o                
);
logic [31:0] pc_next;
logic [31:0] pc_curr;
logic [2:0] instr_addr_sel_wire;
logic [2:0] stall_cnt;
assign instr_data_o             = instr_data_i;
assign instr_addr_sel_wire      = instr_addr_sel_i;
assign next_pc_o                = pc_next;
always_comb begin
    unique case(instr_addr_sel_wire)
        PC4_ST:     instr_addr_o = pc_next;
        PC_ST:      instr_addr_o = pc_curr;
        B_ST:       instr_addr_o = (is_branch_taken_i)? ex_rslt_i : pc_curr;
        J_ST:       instr_addr_o = ex_rslt_i;
        default:    instr_addr_o = pc_curr;
    endcase
end
always @(posedge clk_i) begin
    if(~rst_ni) begin
        pc_curr             <= BOOT_ADDR;
        pc_next             <= BOOT_ADDR;
        stall_cnt           <= 3'd5;
    end else begin
        if(stall_cnt == 5) begin
            pc_curr         <= pc_next;
            pc_next         <= pc_next + 32'h4;
            stall_cnt       <= 0;
        end else begin
            pc_curr         <= pc_curr;
            pc_next         <= pc_next;
            stall_cnt       <= stall_cnt+1;
        end
    end
end
endmodule
==> impl_metrics.json <==
{
  "wl_per_cell_um": 15.1,
  "drcViolationCount": 0,
  "grt_pass1_wl_mm": 14.3,
  "fp-utilization_pct": 42.1,
  "syn_area_um2": 3300,
  "die_w_um": 92.8,
  "synth_stat.cells": 423,
  "synth-seq-cells": 63,
  "fin_cells": 581,
  "cap_viol_max_count": 0,
  "wirelength_mm": 8.79,
  "p_sw_uw": 272,
  "hold_viol": 0,
  "synth.avg_cell_area_um2": 7.80,
  "coreArea_um2": 7850,
  "fin_crit_ps": 4250,
  "cts.path.max_buffers": 2,
  "hpwl_mm": 5.48,
  "power.density_nw_per_um2": 243,
  "synth_top_cell_by_area": "dfxtp_1",
  "netlist.area_leader.share_pct": 38.2,
  "status": "finished clean",
  "swShare_pct": 25.9,
  "yosysChipArea_um2": 3300,
  "syn_inst": 423,
  "edf_count": 0,
  "cts.htree.levels": 3,
  "clk_latency_ps": 340,
  "die_area_um2": 8620,
  "cts_sinks": 63,
  "row_count": 32,
  "dr.pass1.iters": 8,
  "drive_above_1_share_pct": 5.22,
  "drt-initial-drc-count": 240,
  "overflow": 0,
  "synth.yosys.warnings": 1,
  "clock_power_share_pct": 41.0,
  "topCellsByArea": "dfxtp_1 (38%), a222oi_1 (9.1%), nand2_1 (8.3%)",
  "min_path_type": "register to register",
  "p_int_uw": 777,
  "grt_pass1_vias": 2921,
  "grt_max_degree": 62,
  "root_buffer": "clkbuf_8",
  "num_vias": 3171,
  "yosysMostFrequentCell": "nand2_1",
  "max_slew_margin_pct": 57.8,
  "ys.flop_type": "dfxtp_1",
  "arrival_ps": 3150,
  "timing.hold.ws_ps": 457,
  "post-route-period-util_pct": 77.2,
  "leakagePower_nw": 1.57,
  "ys_types": 30,
  "critPathLaunchType": "input pin",
  "port_buffers": 99,
  "place_inst": 565,
  "setup_tns_ps": 0,
  "antenna_found_initial": 0,
  "crit_path_end_kind": "output pin",
  "area_growth_pct": 30.7,
  "setup_viol": 0,
  "warning_count": 26,
  "worst_pin_slew_ps": 634,
  "drv_slew": 0,
  "fmax_mhz": 235,
  "place_congestion": 0.798,
  "vdd_drop_max_mv": 0.125,
  "worst_ep_required_time_ps": 4400,
  "p_total_mw": 1.05,
  "rsz0062_at_grt": "false",
  "antenna_left": 0,
  "numCtsBuffers": 9,
  "comb_power_share_pct": 13.7,
  "cts_resized": 0,
  "clkTransAtPathRegs_ps": 70,
  "via_per_inst": 5.46,
  "cts_setup_buffers": 0,
  "fillerInstances": 768,
  "antennaDiodeCount": 0,
  "clock_skew_ps": 11.4,
  "dp_slack_ps": 1290,
  "path_class": "input pin to output pin",
  "path_max_fanout": 30,
  "setup_ws_ps": 1250,
  "p_seq_share_pct": 45.3,
  "die_y_um": 92.8,
  "ys_seq_share_pct": 38.2,
  "tritoncts": "built",
  "grtUsageTotal_pct": 21.0,
  "cts_hold_buf": 0,
  "ios": 166,
  "netlist_top_cells_count": "nand2_1 (73), dfxtp_1 (63), a21oi_1 (50)",
  "ys_async_sr_fraction_pct": 0
}
-- flip-flops by register name, indices dropped and copies added, names as in the netlist --
register / cells
stall_cnt: 3
pc_curr: 30
pc_next: 30
-- cell families (layout without fill, tap and decap cells) --
group / count (synthesis) / count (layout) / share of synthesized area, %
buffers and inverters: 103 / 158 / 15.8
AOI/OAI and AO/OA: 103 / 103 / 21.3
adders and majority gates: 3 / 3 / 1.14
other: 1 / 2 / 0.114
xor gates and xnor gates: 10 / 10 / 2.65
DFF: 63 / 63 / 38.2
and+or+nand+nor: 140 / 140 / 20.8
-- routing by layer --
layer	track usage, %	part of all wire (%)	wire [um]
met3	4.01	6.9	608
met1	31.4	48	4230
met2	32.8	44	3830
met5	0	0	0
met4	3.72	1.3	115
-- final cells by class --
cell class	instances	area, um2	area share, %
clock buffer	12	165	3.83
clock inverter	4	52.6	1.22
inverter	37	139	3.22
multi-input combinational	258	1530	35.5
sequential	63	1260	29.2
tap	102	128	2.96
timing repair buffer	105	1040	24.0
-- power by group through the flow --
stage         logic [mW]  registers (mW)  clock network, mW
CTS                0.147           0.476              0.437
global route       0.159           0.478              0.459
finish             0.144           0.476              0.430
-- worst max-delay path, stage by stage --
cell and delay (ps):
clkdlybuf4s50_1 510, nor2_1 90, a211o_1 290, buf_4 240, a222oi_1 420, inv_1 70, clkdlybuf4s50_1 410
-- layout by cell type (no fill, tap or decap), drive strengths merged, types with 6 or more instances in the layout --
| master | instances |
|---|---|
| a21oi | 50 |
| a222oi | 30 |
| buf | 6 |
| clkbuf | 12 |
| clkdlybuf4s50 | 99 |
| dfxtp | 63 |
| inv | 36 |
| nand2 | 73 |
| nand3 | 8 |
| nand4 | 10 |
| nor2 | 11 |
| o21ai | 8 |
| o31ai | 12 |
| or3 | 7 |
| or4 | 15 |
-- final timing paths --
kind,slack [ps],end,cells after the start,from
setup / recovery,1250,instr_addr_o[28],7,instr_addr_sel_i[0]
hold / removal,460,pc_curr[18],2,pc_curr[18]
setup reg to reg,3040,pc_next[22],5,pc_next[3]
hold reg to reg,460,pc_curr[18],2,pc_curr[18]
-- metrics by stage --
step                      cell area, um2  util [%]
after floorplan                     3300         -
after global placement              4100      52.2
after detailed placement            4100      52.2
after CTS                           4310      55.0
after global routing                4310      55.0
final                               4310      55.0
No activity file was given, so power comes from the tool's default toggle rates.
